===== ./design.v =====
`timescale 1ns / 1ps
module regfile(
    input clk,we,
    input [4:0] wa, 
    input [31:0] wd, 
    input [4:0] ra1,ra2,ra3, 
    output reg [31:0] rd1,rd2,rd3 
    );
    reg [31:0] reg_file [31:0]; 
    always @(*)
        begin
            if(ra1 == wa && wa != 0 && we==1)
                rd1 = wd;
            else if(ra1==0)
                rd1 = 0;
            else
                rd1 = reg_file[ra1];
            if(ra2 == wa && wa != 0 && we==1)
                rd2 = wd;
            else if(ra2==0)
                rd2 = 0;
            else
                rd2 = reg_file[ra2];
            if(ra3 == wa && wa != 0 && we==1)
                rd3 = wd;
            else if(ra3==0)
                rd3 = 0;
            else
                rd3 = reg_file[ra3];
        end
    always @(posedge clk)
        begin
            if(we==1 && wa !=0)
                reg_file[wa] <= wd;
        end
endmodule

===== ./run.sh =====
#!/bin/bash
# OpenROAD 26Q1-2900-gdf79404cd8, Yosys 0.63+post, stock flow scripts
make -C /OpenROAD-flow-scripts/flow DESIGN_CONFIG=/design/flow/config.mk WORK_HOME=/design/flow/orfs finish

===== ./config.mk =====
export PLATFORM = sky130hd
export DESIGN_NAME = regfile
export DESIGN_NICKNAME = regfile
export VERILOG_FILES = /design/flow/design.v
export SDC_FILE = /design/flow/constraint.sdc
export NUM_CORES = 4
export LEC_CHECK = 1
export CORE_UTILIZATION = 30

===== ./constraint.sdc =====
current_design regfile

set clk_period 8.9
set clk_io_pct 0.2

create_clock -name clk0 -period $clk_period [get_ports {clk}]

set non_clock_inputs [all_inputs -no_clocks]
set_input_delay [expr $clk_period * $clk_io_pct] -clock clk0 $non_clock_inputs
set_output_delay [expr $clk_period * $clk_io_pct] -clock clk0 [all_outputs]

==> run_results.csv <==
group,metric,value,unit
global_route,grt_pass1_wl,318000,um
logic_synthesis,synthesis.area,0.0570,mm2
setup_path,end_kind,"primary output",
final_layout,instances_no_fill,6336,
logic_synthesis,ys_cells,3626,
floorplan,die_h,438,um
pwr,power.total,11.5,mW
clocking,post_cts_buffers,0,
clocking,cts_resized,0,
logic_synthesis,async_flop_share,0,%
logic_synthesis,edf_count,1024,
logic_synthesis,yosys_area,0.0570,mm2
placement,dp.cells,6144,
clocking,hold_buffers,0,
global_route,track_usage,25.2,%
placement,port_buffers,149,
placement,gp_congestion,0.950,
final_layout,reg_top3,"reg_file (1024)",
global_route,overflow,0,
floorplan,die_w,438,um
pwr,comb_power_share,14.0,%
logic_synthesis,synth-simple-area-share,2.87,%
pwr,pwr-share-clk,38.9,%
final_layout,largest_reg_flops,1024,
logic_synthesis,top_logic_kind,"multiplexers",
clocking,cts-root-buf,"clkbuf_16",
pwr,power.switching,2.93,mW
run_status,status,"finished, final reports clean",
pwr,pwr-share-seq,47.1,%
final_timing,final-hold-violation-count,0,
global_route,grt_pass1_vias,41970,
pwr,p_sw_share,25.4,%
job,warnings,26,
route,via_count,39234,
clocking,cts_max_level,3,
final_timing,worst_slew_pin_slew,1270,ps
final_timing,setup_ws,1070,ps
final_timing,period_needed,7830,ps
final_timing,setup_viol_count_final,0,
logic_synthesis,synthFlopType,"edfxtp_1",
logic_synthesis,postSynthSeqShare,53.9,%
logic_synthesis,ys_top_cells_by_area,"edfxtp_1 54%, mux4_2 17%, mux2i_1 11%",
clocking,cts_tree,"built",
logic_synthesis,mux_area_share,31.4,%
final_layout,layout-drive-gt1-share,24.5,%
final_timing,fin_tns_setup,0,ps
clocking,clk_pin_slew,60,ps
logic_synthesis,ys_sh_adder,0,%
logic_synthesis,yosysWarnings,1,
final_timing,fin_crit_sh,88.0,%
final_layout,top_register,"reg_file",
route,post_drt_via_cell_ratio,6.19,
floorplan,die_area,0.192,mm2
min_path,whs_path_depth,2,
logic_synthesis,aoi_share,8.67,%
floorplan,fp_util,30.3,%
setup_path,worstSetupStartpointType,"input pin",
pwr,power_density,176,mW/mm2
final_timing,drv_slew,0,
floorplan,rows,159,
route,routedWlPerCell,36.2,um
setup_path,critPathRequiredTime,7120,ps
logic_synthesis,syn-instance-count,3626,
route,drc_errors,0,
route,drtIter0Drc,3158,
final_layout,fill_cells,17705,
clocking,clk_path_buf_depth,3,
setup_path,arrival,6050,ps
final_timing,grt_setup_unrepaired,"false",
global_route,antenna_found_initial,16,
pwr,power_leakage,21.7,nW
job,drv_cap,0,
global_route,grt_max_degree,81,
floorplan,pin_count,150,
logic_synthesis,synth.distinct_cells,40,
route,first_pass_iters,19,
pwr,p_int,8.58,mW
route,ant_nets,0,
placement,dp_worst_setup_slack,1300,ps
logic_synthesis,avgSynthCellArea,15.7,um2
clocking,clkSinkCount,1024,
floorplan,coreArea,0.188,mm2
logic_synthesis,yosysTopAreaCell,"edfxtp_1",
final_layout,syn2layout_area_growth,14.8,%
logic_synthesis,synth_top_area_share,53.9,%
min_path,whs_endpoint,"reg_file[25][1]$_DFFE_PP_",
route,routed_wl,229000,um
pwr,max-vdd-ir-drop,0.176,mV
min_path,worstHoldStart,"wd[1]",
clocking,cts_buffers,106,
final_timing,relSlewSlack,14.9,%
placement,hpwlAfterDp,141000,um
min_path,holdCritPathClass,"input pin to register",
setup_path,crit_type,"input pin to primary output",
logic_synthesis,ys_ff,1024,
setup_path,path_max_fanout,18,
logic_synthesis,synth-xor-area-share,0.230,%
final_timing,max_clock_freq,128,MHz
layer usage:
layer,vias up,part of all wire (%),track usage (%)
li1,15619,-,-
met5,-,0.32,3.28
met1,19427,29,25.1
met2,3380,44,36.3
met3,784,19,20.6
met4,24,6.9,13.5
worst max path at each step:
stage	start	end	slack [ps]	cells after the start
6_report	wa[2]	rd3[12]	1070	8
5_1_grt	wa[2]	rd3[12]	970	8
4_1_cts	wa[2]	rd3[12]	1270	8
power by group through the flow:
stage         registers, mW  logic, mW  clock network (mW)
CTS                    5.42       1.59                4.50
global route           5.43       1.67                4.67
finish                 5.42       1.61                4.47
layout by cell type (no fill, tap or decap), types with 48 or more instances in the layout:
| cell | n |
|---|---|
| clkdlybuf4s50_1 | 134 |
| clkbuf_16 | 109 |
| nor2_1 | 48 |
| mux2i_1 | 652 |
| nand2_1 | 161 |
| o221ai_1 | 76 |
| mux4_2 | 421 |
| a22oi_1 | 167 |
| buf_4 | 185 |
| a32o_1 | 77 |
| mux2_2 | 103 |
| nand3_1 | 73 |
| a21oi_1 | 147 |
| o22ai_1 | 52 |
| edfxtp_1 | 1024 |
cells in the mapped netlist (73+ instances only):
| cell | n |
|---|---|
| mux4_2 | 421 |
| edfxtp_1 | 1024 |
| a32o_1 | 77 |
| clkbuf_1 | 173 |
| a22oi_1 | 167 |
| mux2i_1 | 652 |
| mux2_2 | 103 |
| nand3_1 | 73 |
| o221ai_1 | 76 |
| nand2_1 | 163 |
| a21oi_1 | 147 |
| buf_2 | 130 |
| nor2_1 | 85 |
worst max-delay path: stages:
cell and delay, ps:
clkdlybuf4s50_1 620, or3_1 630, o31ai_4 420, o31a_2 590, buf_4 490, o221ai_1 180, o21ai_0 690, clkdlybuf4s50_1 640
cells by family (layout without fill, tap and decap cells):
group | count (synthesis) | in the layout
AND/OR/NAND/NOR | 372 | 372
flip-flops | 1024 | 1024
AND-OR/OR-AND | 661 | 661
buffers and inverters | 350 | 531
multiplexers | 1203 | 1203
other | 1 | 35
XOR/XNOR | 15 | 15
cell type report:
type | instances | area, um2 | share of cell area (%)
diodes | 3 | 7.51 | 0.0115
clock buffers | 127 | 2800 | 4.27
clock inverters | 62 | 589 | 0.901
inverters | 1 | 3.75 | 0.00574
multi-input cells | 2283 | 25100 | 38.4
flip-flops and latches | 1024 | 30700 | 47.0
well taps | 2495 | 3120 | 4.77
repair buffers | 341 | 3060 | 4.67
through the flow:
stage                     hold slack, ps  instance area, um2  utilization, %
after floorplan                     1880               57100               -
after global placement              2630               62000            33.0
after detailed placement            2630               62000            33.0
after CTS                           1830               65400            34.8
after global routing                1880               65400            34.8
final                               1870               65400            34.8
Power is estimated from default activity; no workload was simulated.
