--- design.v ---
`timescale 1ns / 1ps
module RF(
    input wire clk,we,
    input wire [4:0] wa,  
    input wire [31:0] wd, 
    input wire [4:0] ra1, ra2, ra3, 
    output wire [31:0] rd1, rd2, rd3 
    );
    reg [31:0] regfile [31:0]; 
    initial 
    begin
        regfile[0]=0; 
    end
    assign  rd1 = regfile[ra1];
    assign  rd2 = regfile[ra2];
    assign  rd3 = regfile[ra3]; 
    always @ (posedge clk)
    begin
        if(we && wa != 0)
            regfile[wa] <= wd; 
    end
endmodule
--- run.sh ---
#!/bin/bash
# OpenROAD 26Q1-2900-gdf79404cd8, Yosys 0.63+post, stock flow scripts
make -C /OpenROAD-flow-scripts/flow DESIGN_CONFIG=/design/flow/config.mk WORK_HOME=/design/flow/orfs finish
--- config.mk ---
export PLATFORM = sky130hd
export DESIGN_NAME = RF
export DESIGN_NICKNAME = RF
export VERILOG_FILES = /design/flow/design.v
export SDC_FILE = /design/flow/constraint.sdc
export NUM_CORES = 4
export LEC_CHECK = 1
export CORE_UTILIZATION = 30
--- constraint.sdc ---
current_design RF

set clk_period 6.6
set clk_io_pct 0.2

create_clock -name clk0 -period $clk_period [get_ports {clk}]

set non_clock_inputs [all_inputs -no_clocks]
set_input_delay [expr $clk_period * $clk_io_pct] -clock clk0 $non_clock_inputs
set_output_delay [expr $clk_period * $clk_io_pct] -clock clk0 [all_outputs]
==> flow_summary.json <==
{
  "reg_top3": "regfile (1024)",
  "grt_max_degree": 74,
  "p_int_mw": 11.5,
  "cts_buffer_depth": 3,
  "finalCritPeriodShare_pct": 87.4,
  "antenna_found_initial": 12,
  "grt.total_usage_pct": 22.1,
  "drt_iter0_drc": 3041,
  "fp_util_pct": 30.3,
  "worstPathArrival_ps": 4450,
  "synth_area_um2": 57700,
  "grt_pass1_vias": 42300,
  "place_area_um2": 62900,
  "setup-violations-final": 0,
  "ys_seq_share_pct": 53.3,
  "finalWirelength_um": 209000,
  "drive_gt1_share_pct": 9.30,
  "ys_seq_elements": 1024,
  "drc": 0,
  "crit_fanout": 16,
  "cts_setup_buffers": 0,
  "p_sw_mw": 4.00,
  "cts_root_buf": "clkbuf_16",
  "cts_buffers": 110,
  "overflow": 0,
  "num_rows": 160,
  "ys_cells": 4544,
  "htree_levels": 3,
  "grt_pass1_wl_um": 295000,
  "syn2layout_area_growth_pct": 15.2,
  "syn_avg_cell_area_um2": 12.7,
  "dieArea_um2": 194000,
  "maxCapViolCount": 0,
  "fmax_ghz": 0.173,
  "ir_worst_vdd_uv": 214,
  "cts_tree": "yes",
  "pwr_density_cell_nw_per_um2": 233,
  "power_frac_seq_pct": 47.2,
  "top_cells_by_area": "edfxtp_1 53%, mux2i_1 27%, a22oi_1 3.7%",
  "dr.pass1.iters": 6,
  "yosys_warnings": 1,
  "die_width_um": 440,
  "clkPwrFrac_pct": 39.6,
  "cp-start-kind": "input port",
  "worst_hold_slack_ps": 1390,
  "fill_cells": 18100,
  "ys_area_um2": 57700,
  "max_slew.worst_pin.slew_ps": 943,
  "clkSlewWorstSetupHoldPaths_ps": 60,
  "via_per_inst": 5.67,
  "p_sw_share_pct": 25.8,
  "cp-end-kind": "primary output",
  "synthCells": 4544,
  "cts_sinks": 1024,
  "min_period_ps": 5770,
  "top_cell_area_share_pct": 53.3,
  "dpl.hpwl_um": 124000,
  "ctsHoldBuffers": 0,
  "required_ps": 5280,
  "whs_path_depth": 2,
  "warnings": 26,
  "place.port_buffers": 149,
  "drv_slew": 0,
  "leakagePower_nw": 25.2,
  "synth.distinct_cells": 24,
  "post_cts_resize_count": 0,
  "pwr-share-comb_pct": 13.2,
  "power_mw": 15.5,
  "largest_reg_flops": 1024,
  "ant_nets": 0,
  "routedWlPerCell_um": 28.6,
  "hold_path.class": "input port to flip-flop",
  "setup_tns_ps": 0,
  "fin_area_um2": 66500,
  "whs_endpoint": "regfile[31][22]",
  "core_area_um2": 191000,
  "finalHoldViolations": 0,
  "hp-start": "wd[22]",
  "regMostFlops": "regfile",
  "floorplan.io_pins": 150,
  "path_class": "input port to primary output",
  "grt_setup_unrepaired": "false",
  "slew_headroom_pct": 37.0,
  "die_h_um": 440,
  "top_area_cell": "edfxtp_1",
  "vias": 41400,
  "routabilityCongestion": 0.932,
  "outcome": "completed"
}
==> power by group through the flow <==
stage	clock network [mW]	registers (mW)	logic [mW]
6_report	6.14	7.31	2.05
4_1_cts	6.21	7.31	2.03
5_1_grt	6.43	7.32	2.14
==> Yosys cell counts <==
library cell and n:
a31oi_1 96, clkbuf_1 101, a22o_1 192, nand3_1 290
or3_1 1, a21oi_1 288, or2_2 3, nor2_1 35
nand3b_1 5, nand2b_1 6, nor3_1 96, clkbuf_4 6
conb_1 1, a22oi_1 288, buf_4 73, buf_6 60
buf_2 126, buf_1 13, nor2b_1 6, edfxtp_1 1024
nand2_1 292, and2_1 3, or3b_2 3, mux2i_1 1536
==> worst max-delay path, stage by stage <==
cell	delay [ps]
clkdlybuf4s50_1	610
nor2b_4	830
buf_4	480
a22o_1	190
nor3_1	60
a31oi_1	320
nand3_1	170
clkdlybuf4s50_1	450
==> per-layer routing <==
layer  vias up  track usage (%)  share of wire [%]
met5         -            0.248              0.085
met4        20             9.69                5.6
met3       528             11.7                 13
met2      2472             33.7                 45
met1     20200             26.2                 36
li1      18100                -                  -
==> cell usage in the layout, fill, tap and decap left out, types with 7 or more instances in the layout <==
master | Yosys | final
a21oi_1 | 288 | 288
a22o_1 | 192 | 192
a22oi_1 | 288 | 288
a31oi_1 | 96 | 96
buf_12 | 0 | 63
buf_4 | 73 | 161
bufinv_16 | 0 | 9
clkbuf_1 | 101 | 21
clkbuf_16 | 0 | 112
clkdlybuf4s50_1 | 0 | 146
clkinv_1 | 0 | 25
clkinv_2 | 0 | 24
clkinvlp_4 | 0 | 7
conb_1 | 1 | 32
edfxtp_1 | 1024 | 1024
mux2i_1 | 1536 | 1536
nand2_1 | 292 | 289
nand3_1 | 290 | 290
nor2_4 | 0 | 34
nor3_1 | 96 | 96
==> logic make-up after synthesis <==
kind of cell	Yosys count	synth area share, %
compound gates	864	10.2
mux	1536	26.7
other cells	1	0.00650
buf+inv	379	4.03
flops	1024	53.3
simple gates	740	5.79
==> area by class of cell <==
type	count	area, µm²	share of cell area (%)
clock buffers	133	2880	4.34
multi-input cells	3172	25100	37.7
clock inverters	72	646	0.971
well taps	2511	3140	4.73
repair buffers	373	3980	5.98
flip-flops and latches	1024	30700	46.3
diodes	4	10.0	0.0151
==> stage by stage <==
step,setup slack (ps),util (%),cells
5_1_grt,822,34.9,7287
3_5_place_dp,906,33.0,7080
3_3_place_gp,938,33.0,7080
4_1_cts,893,34.9,7285
2_1_floorplan,2860,-,4575
6_report,832,34.9,7289
==> worst max-delay path by stage <==
stage         startpoint  endpoint  slack [ps]  cells after the start
CTS               ra1[2]   rd1[24]         890                      8
global route      ra3[0]   rd3[31]         820                      8
finish            ra1[2]   rd1[24]         830                      8
Power is estimated from default activity; no workload was simulated.
