### flow/design.v
`timescale 1ns / 1ps
module  pdu_pl(
  input clk,
  input rst,
  input run, 
  input step,
  output clk_cpu,
  input valid,
  input [4:0] in,
  output [1:0] check,   
  output [4:0] out0,    
  output [2:0] an,      
  output [3:0] seg,
  output ready,         
  input [7:0] io_addr,
  input [31:0] io_dout,
  input io_we,
  output [31:0] io_din,
  output reg[7:0] m_rf_addr,
  input [31:0] rf_data,
  input [31:0] m_data,
  input [31:0] pc, pcd, pce,
  input [31:0] ir, imm, mdr,
  input [31:0] a, b, y, bm, yw,
  input [4:0]  rd, rdm, rdw,
  input [31:0] ctrl, ctrlm, ctrlw    
);
reg [4:0] in_r, in_2r;     
reg run_r, step_r, step_2r, valid_r, valid_2r;
wire step_p, valid_pn;     
wire pre_pn,next_pn;       
reg clk_cpu_r;       
reg [4:0] out0_r;    
reg [31:0] out1_r;
reg ready_r;
reg [12:0] cnt;      
reg [1:0] check_r;   
reg [7:0] io_din_a;  
reg [4:0] out0_a;
reg [31:0] out1_a;
reg [3:0] seg_a;
reg [4:0] cnt_m_rf;      
reg [1:0] cnt_ah_plr;    
reg [2:0] cnt_al_plr;    
wire [4:0] addr_plr ;  
reg [31:0] plr_data;   
assign clk_cpu = clk_cpu_r;
assign io_din = io_din_a;
assign check = check_r;
assign out0 = out0_a;
assign ready = ready_r;
assign seg = seg_a;
assign an = cnt[12:10];
assign step_p = step_r & ~step_2r;      
assign valid_pn = valid_r ^ valid_2r;   
assign pre_pn =in_r[1] ^in_2r[1];       
assign next_pn =in_r[0] ^in_2r[0];      
always @(posedge clk) begin
  run_r <= run;
  step_r <= step;
  step_2r <= step_r;
  valid_r <= valid;
  valid_2r <= valid_r;
  in_r <= in;   
  in_2r <= in_r;         
end
always @(posedge clk, posedge rst) begin
  if(rst)
    clk_cpu_r <= 0;
  else if (run_r)
    clk_cpu_r <= ~clk_cpu_r;
  else
    clk_cpu_r <= step_p;
end
always @* begin
  case (io_addr)
    8'h0c: io_din_a = {{27{1'b0}}, in_r};
    8'h10: io_din_a = {{31{1'b0}}, valid_r};
    default: io_din_a = 32'h0000_0000;
  endcase
end
always @(posedge clk, posedge rst) begin
if (rst) begin
  out0_r <= 5'h1f;
  out1_r <= 32'h1234_5678;
  ready_r <= 1'b1;
end
else if (io_we)
  case (io_addr)
    8'h00: out0_r <= io_dout[4:0];
    8'h04: ready_r <= io_dout[0];
    8'h08: out1_r <= io_dout;
    default: ;
  endcase
end
always @(posedge clk, posedge rst) begin
  if (rst) cnt_m_rf <= 5'b0_0000;
  else if (step_p)
	cnt_m_rf <= 5'b0_0000;
  else if (next_pn)
	cnt_m_rf <= cnt_m_rf + 5'b0_0001;
  else if (pre_pn)
	cnt_m_rf <= cnt_m_rf - 5'b0_0001;
end
always @(posedge clk, posedge rst) begin
  if (rst) cnt_ah_plr <= 2'b00;
  else if (step_p)
    cnt_ah_plr <= 2'b00;
  else if (pre_pn)
	cnt_ah_plr <= cnt_ah_plr + 2'b01;
end
always @(posedge clk, posedge rst) begin
  if (rst) cnt_al_plr <= 3'b000;
  else if (step_p)
	cnt_al_plr <= 3'b000;
  else if (next_pn)
	if (cnt_ah_plr==2'b01)
		if (cnt_al_plr == 3'b101)
			cnt_al_plr <= 3'b000;
		else cnt_al_plr <= cnt_al_plr + 3'b001;
	else begin
		cnt_al_plr [2] = 1'b0;
		cnt_al_plr [1:0] <= cnt_al_plr[1:0] + 2'b01; 
	end
end
assign  addr_plr = {cnt_ah_plr,cnt_al_plr};   
always @(*) begin
  case (check_r[1])
    1'b0: 
	  m_rf_addr = {3'b000,cnt_m_rf};
    1'b1:
	  m_rf_addr = {in_r[4:2],cnt_m_rf};   
  endcase
end
always @(*)begin
  case (cnt_ah_plr)
  2'b00:
      case (cnt_al_plr[1:0])
      2'b00: plr_data = pc;
      2'b01: plr_data = pcd;
      2'b10: plr_data = ir;
      2'b11: plr_data = pc; 
      endcase
   2'b01:
   begin
      case (cnt_al_plr)
      3'b000: plr_data = pce;
      3'b001: plr_data = a;
      3'b010: plr_data = b;
      3'b011: plr_data = imm;
      3'b100: plr_data = {{27{1'b0}},rd};
      3'b101: plr_data = ctrl;
      default: plr_data = pce;
      endcase
    end
    2'b10:
      case (cnt_al_plr[1:0])
      2'b00: plr_data = y;
      2'b01: plr_data = bm;
      2'b10: plr_data = {{27{1'b0}},rdm};
      2'b11: plr_data = ctrlm;
      endcase
    2'b11:
      case (cnt_al_plr[1:0])
      2'b00: plr_data = yw;
      2'b01: plr_data = mdr;
      2'b10: plr_data = {{27{1'b0}},rdw};
      2'b11: plr_data = ctrlw;
      endcase
    endcase
end
always @(posedge clk, posedge rst) begin
if(rst)
    check_r <= 2'b00;            
  else if(run_r)
    check_r <= 2'b00;
  else if (step_p)
    check_r <= 2'b00;
  else if (valid_pn)
    check_r <= check - 2'b01;
end
always @(*)begin
  case (check_r)
    2'b00: begin
      out0_a = out0_r;
      out1_a = out1_r;
    end
    2'b01: begin
      out0_a = cnt_m_rf;
      out1_a = rf_data;
    end
    2'b10: begin
      out0_a = cnt_m_rf;
      out1_a = m_data;
    end
    2'b11: begin
      out0_a = addr_plr;
      out1_a = plr_data;     
    end
  endcase
end
always @(posedge clk, posedge rst) begin
  if (rst) cnt <= 13'h0_0000;
  else cnt <= cnt + 13'h0_0001;
end
always @* begin
  case (an)
    3'd0: seg_a = out1_a[3:0];
    3'd1: seg_a = out1_a[7:4];
    3'd2: seg_a = out1_a[11:8];
    3'd3: seg_a = out1_a[15:12];
    3'd4: seg_a = out1_a[19:16];
    3'd5: seg_a = out1_a[23:20];
    3'd6: seg_a = out1_a[27:24];
    3'd7: seg_a = out1_a[31:28];
    default: ;
  endcase
end
endmodule
### flow/constraint.sdc
current_design pdu_pl

set clk_period 6.3
set clk_io_pct 0.2

create_clock -name clk0 -period $clk_period [get_ports {clk}]

set non_clock_inputs [all_inputs -no_clocks]
set_input_delay [expr $clk_period * $clk_io_pct] -clock clk0 $non_clock_inputs
set_output_delay [expr $clk_period * $clk_io_pct] -clock clk0 [all_outputs]
### flow/run.sh
#!/bin/bash
# OpenROAD 26Q1-2900-gdf79404cd8, Yosys 0.63+post, stock flow scripts
make -C /OpenROAD-flow-scripts/flow DESIGN_CONFIG=/design/flow/config.mk WORK_HOME=/design/flow/orfs finish
### flow/config.mk
export PLATFORM = sky130hd
export DESIGN_NAME = pdu_pl
export DESIGN_NICKNAME = pdu_pl
export VERILOG_FILES = /design/flow/design.v
export SDC_FILE = /design/flow/constraint.sdc
export NUM_CORES = 4
export LEC_CHECK = 1
export CORE_AREA = 10 10 271 271
export DIE_AREA = 0 0 281 281
==> summary.txt <==
State of the implementation.

- For the final database, setup skew stands at 0.01409 ns.
- Broken down by cell family, the worst path's largest delay share belongs to AND-OR/OR-AND gates.
- The final setup violation count is 0, for reference.
- The floorplan core area is 67400 um^2, for reference.
- The latest clock arrival within the worst-skew pair is 0.35 ns, for reference.
- The count of nets left with antenna violations once routing finished came out at 0.
- The power density relative to cell area is 268.3 nW/um^2, for reference.
- After routing, the total negative slack on setup checks comes to 0 ns.
- The number of antenna violations at the first check in global routing is 32, for reference.
- Global routing used 19.25% of the available tracks.
- The synthesis warning total is 1, for reference.
- Max-cap violations in this run came to 0.
- After floorplanning, the core was divided into 95 placement rows.
- The fraction of layout instances using a drive strength above 1 is 9.696%, for reference.
- The area taken by multi-input logic gates is 5424 um^2, for reference.
- Note, the detailed placer reported a final HPWL of 67740 um.
- The final critical path takes up 91.59% of the cycle.
- Setup repair after global routing left no endpoint under its margin.
- In this run the worst hold path is classified as flip-flop to flip-flop.
- The post-synthesis cell type with the largest instance count is o21ai_0, for reference.
- The worst slew slack as a fraction of its limit is 15.91%, for reference.
- The post-route utilization of the core is recorded as 22.72%.
- The internal power of the cells totals 1964 uW.
- Once the clock tree was built, the resizer swapped 0 gates to a different size.
- The largest individual stage delay along the critical path comes from the cell a221oi_1.
- The wire length per cell after detailed routing is 32.45 um, for reference.
- Of the total power, registers draw 14.5%.
- In this run the number of cells on the critical path is 7.
- The post-synth register bit count is 76.
- The power report puts the leakage power at 0.005449 uW.
- The post-synthesis instance area is 7916 um^2, for reference.
- The synthesized netlist was found by Yosys to have 981 cells.
- The dominant synthesized flop cell is dfrtp_1, for reference.
- The synthesis report lists the most area-consuming cells as dfrtp_1 14%, a221oi_1 9.0%, mux2_2 6.7%, o21ai_0 6.5%, dfstp_2 6.3%.
- No sink is reached through more buffers than the 2 on the longest clock path.
- Per the detail_route report, DRC violations left total 0.
- Entering global routing, the biggest net connects 70 pins.
- The cell count after synthesis is 981, for reference.
- The share of power burned in the clock network is 14.9%, for reference.
- In this run the clock root is driven by a clkbuf_16.
- The pin closest to its max-slew limit shows a slew of 1.261 ns.
- The critical path capture point is seg[2], for reference.
- The endpoint required time on the critical path is 5.04 ns, for reference.
- The setup check on the worst reg-to-reg path leaves a slack of 3.83 ns.
- Between the synthesized netlist and the finished layout, the area growth was recorded as 93.46%.
- The area taken by flip-flops and latches is 1867 um^2, for reference.
- In this run the biggest area consumer among cell types represents 14.22% of the synthesized area.
- The largest fanout on the critical path is 2, for reference.
- In the final report, the number of pins over their slew limit comes to 0.
- Counting flops with a built-in enable in the synthesized netlist gives 0.
- The TritonCTS buffer count is 9, for reference.
- The congestion estimate from routability-driven global placement came to 0.9599.
- The cell taking the most area after synthesis is dfrtp_1, for reference.
- After clock tree synthesis, the clock-pin slew on the worst setup and hold paths is 0.06 ns.
- The maximum VDD drop is 0.1279 mV, for reference.
- The yosys synthesis chip area is 7916 um^2, for reference.
- For reference, the post-synthesis area per instance comes to 8.070 um^2.
- In the synthesized netlist, the cells that appear most often are 103 x o21ai_0, 81 x a221oi_1, 68 x clkbuf_1, 55 x a21oi_1, 50 x nand2_1.
- The number of buffers added to fix hold violations after cts is 0, for reference.
- The share of the core area taken by cells at floorplan is 11.75%.
- The critical path launch point is rf_data[26], for reference.
- The number of clock sinks came to 76.
- The stage delay of the slowest cell on the critical path is 1.04 ns, for reference.
- The maximum clock frequency is 173.3 MHz, for reference.
- CTS built an H-tree with a depth of 3.
- The data arrival time of the worst path is 4.51 ns, for reference.
- The report lists the cells along the critical path as clkdlybuf4s50_1, a221oi_1, o211ai_1, a211oi_1, o22ai_1, or4_1, clkdlybuf4s50_1.
- The via density per instance is 4.624, for reference.
- The count of vias placed by the detailed router is 11218, for reference.
- STA classifies the critical path startpoint as a primary input.
- The portion of total power attributed to combinational logic is 70.6%, for reference.
- The critical path is of the primary input to primary output type.
- The number of warnings reported in the stage logs is 36.
- The switching power as a share of total power is 52.20%, for reference.
- The via count of the first global-routing pass is 11733, for reference.
- The number of I/O pins is 634, for reference.
- The gate-level netlist out of Yosys references 69 unique cell types.
- STA classifies the critical path endpoint as a primary output.
- For the worst reg-to-reg path, the endpoint reported by OpenROAD is cnt_al_plr[1].
- The floorplan die width is 281 um, for reference.
- The routed wire length is 78720 um, for reference.
- Per the synth stats, the proportion of register bits with asynchronous set or reset is 84.21%.
- The wire length of the first global-routing pass is 102800 um, for reference.
- The cell seen most often among critical-path stages is clkdlybuf4s50_1, for reference.
- The script reports the combined buffer and inverter count of the critical path as 2.
- The area of the die is 78960 um^2, for reference.
- The reported net switching power is 2145 uW, for reference.
- The detailed router's first-iteration violation count is 876, for reference.
- TritonCTS built the clock tree.
- After clock tree synthesis, the setup repair step added 0 buffers.
- Measured in cells, the most critical reg-to-reg path has a length of 8.
- The iteration tally of the first detailed-router pass is 7, for reference.
- The launch instance of the worst min-delay path is step_r, for reference.
- The remaining global-route overflow is 0, for reference.
- The vertical die dimension reported for this design is 281 um.
- The flow ran to the end, and the final reports show no timing, DRC or antenna violations.
- The count of buffers from port buffering is 606, for reference.
- The number of hold violations in the final report is 0, for reference.
- Subtracting the final worst setup slack from the clock period gives 5.770 ns.
- The startpoint identified for the worst register-to-register timing path is cnt_al_plr[0].
- The fraction of the yosys area taken by sequential cells is 23.57%, for reference.
- Fill cells in the final layout number 7318.
## stage by stage
| stage | std cells | power, uW | cell area (um^2) | hold WS, ns | setup WS, ns |
|---|---|---|---|---|---|
| floorplan | 1007 | 1881 | 8014 | 0.3235 | 2.299 |
| global placement | 2404 | 3575 | 14970 | 0.3302 | 0.3729 |
| detailed placement | 2404 | 3583 | 14970 | 0.3419 | 0.3663 |
| CTS | 2420 | 4213 | 15300 | 0.3560 | 0.3657 |
| global route | 2423 | 4385 | 15310 | 0.3620 | 0.2320 |
| finish | 2426 | 4109 | 15310 | 0.3535 | 0.5301 |
## logic make-up after synthesis
logic type	after synthesis	synth area share [%]
xor gates and xnor gates	20	2.213
DFF	76	23.57
AOI/OAI and AO/OA	442	40.87
adders and majority gates	20	3.256
muxes	53	7.523
other	1	0.04737
buffers and inverters	166	9.815
and+or+nand+nor	203	12.71
## how the worst min path moves through the flow
stage | to | slack [ns] | depth (start not counted)
after CTS | step_2r | 0.36 | 0
after global routing | step_2r | 0.36 | 0
final | step_2r | 0.35 | 0
## flip-flops by register name, summed over array words and instances (netlist names)
signal	cells
out1_r	32
cnt_al_plr	3
cnt_ah_plr	2
in_r	5
run_r	1
out0_r	5
ready_r	1
in_2r	2
valid_2r	1
check_r	2
step_2r	1
valid_r	1
cnt_m_rf	5
step_r	1
clk_cpu_r	1
cnt	13
## layer usage
metal	wire length, um	part of all wire [%]	GRT usage (%)
met5	235	0.30	0
met4	954	1.2	2.109
met3	7782	9.9	6.732
met2	37330	47	31.95
met1	32420	41	24.51
## cells in the final DEF (no fill, tap or decap), drive strengths merged, types with 19 or more instances in the layout
master and count:
a21oi 55, a221o 29, a221oi 81, a222oi 39
a22oi 22, buf 49, clkdlybuf4s50 605, conb 27
dfrtp 45, dfstp 19, ha 19, inv 38
mux2 49, nand2 50, nand3 37, nor2 42
o211ai 39, o21ai 104
## worst register-to-register path: stages, from the launching register on
cell and delay [ns]:
dfrtp_1 0.48, inv_1 0.15, ha_2 0.60, buf_4 0.54
nor2b_1 0.19, nor3_1 0.06, a211oi_1 0.22, a21oi_1 0.07
nor2_1 0.09
## power groups by stage
stage / Sequential (uW) / Combinational [uW] / Clock, uW
4_1_cts: 595 / 2990 / 626
5_1_grt: 603 / 3130 / 647
6_report: 595 / 2900 / 611
## layout make-up
type                       count  area share (%)
timing repair buffer         654           42.11
inverter                      36          0.8824
antenna                        6         0.09804
sequential                    76           12.19
clock buffer                  10           1.560
tap                          873           7.132
multi-input combinational    765           35.42
clock inverter                 6          0.6127
No activity file was given, so power comes from the tool's default toggle rates.
